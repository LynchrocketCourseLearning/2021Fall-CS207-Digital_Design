`./design.v`:
```
`timescale 1ns / 1ps
module show (
    input clk, rst, 
    input sw,
    input mode,
    input [143:0] text,
    output [7:0] seg_en,
    output reg [7:0] seg_out
    );
    wire [7:0] tube_char[17:0];
    assign tube_char[0] = text[7:0];
    assign tube_char[1] = text[15:8];
    assign tube_char[2] = text[23:16];
    assign tube_char[3] = text[31:24];
    assign tube_char[4] = text[39:32];
    assign tube_char[5] = text[47:40];
    assign tube_char[6] = text[55:48];
    assign tube_char[7] = text[63:56];
    assign tube_char[8] = text[71:64];
    assign tube_char[9] = text[79:72];
    assign tube_char[10] = text[87:80];
    assign tube_char[11] = text[95:88];
    assign tube_char[12] = text[103:96];
    assign tube_char[13] = text[111:104];
    assign tube_char[14] = text[119:112];
    assign tube_char[15] = text[127:120];
    assign tube_char[16] = text[135:128];
    assign tube_char[17] = text[143:136];
    reg [7:0] seg_en_r;
    assign seg_en = ~seg_en_r;
    wire clk_out; 
    wire clk_move; 
    fre_div #(200000,50000000) fd(.clk(clk),.rst(rst),.clk_m(clk_move),.clk_o(clk_out));
    reg [2:0] select;
    always @(posedge clk_out, posedge rst) begin
        if(rst)
            select <= 0;
        else begin
            select <= select + 1;
            if(select == 3'b111)
                select <= 0;
        end
    end
    always @(select) begin
        case(select)
            3'b000: seg_en_r = 8'b0000_0001;
            3'b001: seg_en_r = 8'b0000_0010;
            3'b010: seg_en_r = 8'b0000_0100;
            3'b011: seg_en_r = 8'b0000_1000;
            3'b100: seg_en_r = 8'b0001_0000;
            3'b101: seg_en_r = 8'b0010_0000;
            3'b110: seg_en_r = 8'b0100_0000;
            3'b111: seg_en_r = 8'b1000_0000;
            default: seg_en_r = 8'b0000_0000;
        endcase
    end
    reg [7:0] ind = 6'b0;
    always @(posedge clk_move, posedge rst) begin
        if(rst)
            ind <= 8'd143; 
        else begin
            ind <= ind - 1'b1;
            if(ind == 8'd0)
                ind <= 8'd143;
        end   
    end
    always @(select, ind) begin
        if(mode) begin
            case(select)
                3'b000: seg_out = tube_char[(ind+137)%144];
                3'b001: seg_out = tube_char[(ind+138)%144];
                3'b010: seg_out = tube_char[(ind+139)%144];
                3'b011: seg_out = tube_char[(ind+140)%144];
                3'b100: seg_out = tube_char[(ind+141)%144];
                3'b101: seg_out = tube_char[(ind+142)%144];
                3'b110: seg_out = tube_char[(ind+143)%144];
                3'b111: seg_out = tube_char[(ind+144)%144];
                default:seg_out = 8'b1111_1111;
            endcase
        end
        else begin
            case(select)
                3'b000: seg_out = tube_char[7];
                3'b001: seg_out = tube_char[6];
                3'b010: seg_out = tube_char[5];
                3'b011: seg_out = tube_char[4];
                3'b100: seg_out = tube_char[3];
                3'b101: seg_out = tube_char[2];
                3'b110: seg_out = tube_char[1];
                3'b111: seg_out = tube_char[0];
                default:seg_out = 8'b1111_1111;
            endcase
        end
    end
endmodule
module fre_div #(parameter p1 = 200000,
                parameter p2 = 50000000) (
    input clk, rst,
    output clk_m, clk_o
    );
    reg clk_move, clk_out;
    assign clk_m = clk_move;
    assign clk_o = clk_out;
    reg [31:0]cnt1;
    always @(posedge clk, posedge rst) begin
        if(rst) begin
            cnt1 <= 0;
            clk_out <= 0;
        end
        else begin
            if(cnt1 == (p1>>1) - 1)begin
                clk_out <= ~clk_out;
                cnt1 <= 0;
            end
            else begin
                cnt1 <= cnt1 + 1;
            end
        end
    end
    reg [31:0] cnt2;
    always @(posedge clk, posedge rst) begin
        if(rst)begin
            cnt2 <= 0;
            clk_move <= 0;
        end
        else begin
            if(cnt2 == (p2>>1) - 1)begin
                clk_move <= ~clk_move;
                cnt2 <= 0;
            end
            else begin
                cnt2 <= cnt2 + 1;
            end
        end 
    end
endmodule
```
`./run.sh`:
```
#!/bin/bash
# OpenROAD 26Q1-2900-gdf79404cd8, Yosys 0.63+post, stock flow scripts
make -C /OpenROAD-flow-scripts/flow DESIGN_CONFIG=/design/flow/config.mk WORK_HOME=/design/flow/orfs finish
```
`./config.mk`:
```
export PLATFORM = sky130hd
export DESIGN_NAME = show
export DESIGN_NICKNAME = show
export VERILOG_FILES = /design/flow/design.v
export SDC_FILE = /design/flow/constraint.sdc
export NUM_CORES = 4
export LEC_CHECK = 1
export CORE_UTILIZATION = 30
```
`./constraint.sdc`:
```
current_design show

set clk_period 7.1
set clk_io_pct 0.2

create_clock -name clk0 -period $clk_period [get_ports {clk}]

set non_clock_inputs [all_inputs -no_clocks]
set_input_delay [expr $clk_period * $clk_io_pct] -clock clk0 $non_clock_inputs
set_output_delay [expr $clk_period * $clk_io_pct] -clock clk0 [all_outputs]
```
==> impl_metrics.env <==
# yosys + openroad results
export IMPL_cts_buffers=9
export IMPL_place_detailed_hpwl_um=17800
export IMPL_setup_slack_ps=175
export IMPL_place_ws_ps=-153
export IMPL_total_power_mw=1.01
export IMPL_fillers=2125
export IMPL_worstPathRequired_ps=5680
export IMPL_reg2reg_from="fd.cnt2[0]"
export IMPL_peakVddDrop_mv=0.152
export IMPL_synth_area_per_cell_sq_um=8.25
export IMPL_rows=54
export IMPL_whs_endpoint="fd.cnt1[4]"
export IMPL_untimed_endpoints=19
export IMPL_r2r_cells=11
export IMPL_dp_cells=1272
export IMPL_io_buffers=162
export IMPL_rsz0062_at_grt="false"
export IMPL_hold_path_startpoint="fd.cnt1[4]"
export IMPL_worstPathArrival_ps=5500
export IMPL_unclocked_pins=11
export IMPL_vias_per_cell=5.57
export IMPL_final_util_pct=42.3
export IMPL_ios=164
export IMPL_drt_wirelength_per_cell_um=18.5
export IMPL_drive_above_1_share_pct=11.2
export IMPL_critPathMaxFanout=17
export IMPL_synthArstFlopShare_pct=100
export IMPL_end_kind="output port"
export IMPL_cts_tree="done"
export IMPL_critPathKind="primary input to output port"
export IMPL_grt_use_total_pct=20.6
export IMPL_timing_fmax_ghz=0.144
export IMPL_grt_max_degree=42
export IMPL_edf_count=0
export IMPL_netlist_area_sq_um=6830
export IMPL_grt_met2_usage_pct=32.1
export IMPL_fp_util_pct=30.9
export IMPL_r2r_slack_ps=4360
export IMPL_num_vias=7170
export IMPL_ys_cells=828
export IMPL_netlist_instances=828
export IMPL_areaGrowthSynthToFinish_pct=36.7
export IMPL_cts_path_max_buffers=2
export IMPL_startpoint_type="primary input"
export IMPL_antenna_found_initial=0
export IMPL_synth_top_flop_cell="dfrtp_1"
export IMPL_h_tree_depth=3
export IMPL_setup_viol=0
export IMPL_tns_ps=0
export IMPL_r2r_end="fd.cnt2[24]"
export IMPL_status="finished, final reports clean"
export IMPL_chip_area_sq_um=23400
export IMPL_ys_warn_count=2
export IMPL_final_hold_viol_count=0
export IMPL_cts_root_buf="clkbuf_16"
export IMPL_slew_headroom_pct=38.8
export IMPL_grt_pass1_vias=6992
export IMPL_dr_pass1_iters=5
export IMPL_drt_initial_drc_count=606
export IMPL_warnings=41
export IMPL_numSynthFlops=77
export IMPL_hold_depth=1
export IMPL_post_route_drc_count=0
export IMPL_hold_path_class="flip-flop to flip-flop"
export IMPL_final_max_slew_violation_count=0
export IMPL_wl_um=23800
export IMPL_maxCapViolations=0
export IMPL_post_synth_num_cell_types=85
export IMPL_grt_util_met1_pct=30.2
export IMPL_clk_pin_slew_ps=50
export IMPL_gp_congestion=0.958
export IMPL_die_x_um=153
export IMPL_worst_skew_pair_late_latency_ps=330
export IMPL_period_minus_slack_ps=6920
export IMPL_core_area_sq_um=22100
export IMPL_grt_ovfl_total=0
export IMPL_clock_skew_ps=4.33
export IMPL_instances_no_fill=1288
export IMPL_gr_max_usage_layer="met2"
export IMPL_power_leakage_nw=3.94
export IMPL_p_per_area_nw_per_um2=108
export IMPL_diodes=0
export IMPL_die_y_um=153
export IMPL_synth_seq_share_pct=28.3
export IMPL_antenna_left=0
export IMPL_grt_first_pass_wirelength_um=37700
export IMPL_yosys_area_sq_um=6830
export IMPL_use_met3_pct=3.09
export IMPL_worst_pin_slew_ps=912
export IMPL_min_period_over_period_pct=97.5
export IMPL_post_cts_buffers=0
[state kept, by name, indices dropped and copies added (netlist names)]
register,count
fd.cnt1,32
fd.clk_move,1
select,3
ind,8
fd.cnt2,32
fd.clk_out,1
[kinds of logic (layout without fill, tap and decap cells)]
logic type | after synthesis | after routing | share of synthesized area, %
AOI/OAI and AO/OA | 215 | 215 | 23.6
xor gates and xnor gates | 68 | 68 | 8.72
adders and majority gates | 24 | 24 | 4.40
buffers and inverters | 80 | 260 | 5.42
DFF | 77 | 77 | 28.3
muxes | 30 | 30 | 5.06
and+or+nand+nor | 334 | 334 | 24.5
[area by class of cell]
| cell class | count | area (sq um) | area share [%] |
|---|---|---|---|
| inverters | 25 | 93.8 | 1.01 |
| multi-input cells | 671 | 4590 | 49.1 |
| clock buffers | 15 | 298 | 3.19 |
| flip-flops and latches | 77 | 1930 | 20.7 |
| well taps | 280 | 350 | 3.75 |
| repair buffers | 219 | 2070 | 22.2 |
| clock inverters | 1 | 5.00 | 0.0536 |
[through the flow]
step                area (sq um)  hold slack (ps)
finish                      9340              473
global route                9340              484
CTS                         9290              473
detailed placement          8970              465
global placement            8970              459
floorplan                   6830              443
[how the worst max path moves through the flow]
| stage | from | to | depth (start not counted) |
|---|---|---|---|
| after CTS | mode | seg_out[1] | 18 |
| after global routing | mode | seg_out[2] | 17 |
| final | mode | seg_out[1] | 19 |
[critical path: stages]
cell and delay [ps]:
buf_8 130, and4bb_2 250, buf_4 130, nand2_1 70, o31ai_1 110, o21ai_0 230
a22oi_1 120, and2_1 200, or2_2 300, ha_1 280, nand2b_1 150, and2_1 160
a2111o_1 380, o22ai_4 230, mux2_4 370, nor3b_1 150, a211oi_1 200, buf_4 160
clkdlybuf4s50_1 460
[power by group]
part | total (mW) | switching [mW] | internal (mW) | leakage, nW
clock | 0.432 | 0.149 | 0.283 | 0.152
combinational | 0.201 | 0.0816 | 0.120 | 2.76
sequential | 0.377 | 0 | 0.377 | 1.03
[routing by layer]
layer	routed length, um	up-vias
li1	-	3448
met1	10500	3355
met2	10800	317
met3	1760	50
met4	724	0
met5	0	-
[cell usage after synthesis, drive strengths merged (8+ instances only)]
library cell  instances  area, sq um
and3                 19          119
nand4                14         87.6
nand2                93          349
ha                   24          300
a21oi                36          180
o21ai                24          124
a211oi               11         92.6
nor3                 20          100
xor2                 36          315
a31oi                10         62.6
inv                  24         90.1
a221oi               17          155
a22oi                16          120
and2                 10         62.6
a222oi               11          110
mux2                 10          120
nand3                42          210
mux2i                18          180
a32oi                 8         70.1
nor2b                18          113
xnor2                32          280
a21o                  8         60.1
o22ai                 8         56.3
nor2                 70          270
o31ai                 9         67.6
nor4                 10         62.6
clkbuf               20         76.3
dfrtp                72         1800
buf                  35          200
[cells in the final DEF (no fill, tap or decap), drive strengths merged, types with 32 or more instances in the layout]
master,count
nand2,93
xnor2,32
buf,58
nor2,70
clkdlybuf4s50,161
nand3,42
a21oi,36
xor2,36
dfrtp,72
[timing repair]
| action | in CTS | in global routing |
|---|---|---|
| resized | 3 | 11 |
| cloned | 0 | 0 |
| hold buffers | 0 | 0 |
| endpoints found under the setup margin | 6 | 8 |
| pin swaps | 1 | 2 |
Power figures rest on the tool's default switching activity, not on a simulated workload.
