==> design/flow/design.v <==
`timescale 1ns / 1ps
module led (
    input clk,
 	input st,
 	output [23:0] led,
 	output time_end
    );
	wire clk_bps;
 	counter c(
 		.clk( clk ),
 		.rst( st ),
 		.clk_bps( clk_bps )
 	);
 	flash fl(
 		.clk( clk ),
 		.rst( st ),
 		.clk_bps( clk_bps ),
 		.led( led ),
 		.time_end(time_end)
 	);
endmodule
module flash(
 	 	input clk,
 	 	input rst,
 	 	input clk_bps,
 	 	output reg[23:0]led,
 	 	output reg time_end
 	 	);
		always @( posedge clk, negedge rst )
 	 		if( ~rst ) begin
 	 			led = 24'd1;
 	 			time_end = 0;
 	 	    end
 	 		else if( clk_bps ) begin
 	 		   	if( led != 24'h0 ) begin
 	 		       led = led << 1'b1;
 	 		   	end
 	 		   	else time_end = 1;
 	 		end
endmodule
module counter(
        input clk,
 	 	input rst,
 	 	output clk_bps
 	 	);	
 	 	reg [13:0]cnt_first,cnt_second;
 	 	always @( posedge clk, negedge rst )
 	 	 	if( ~rst )
 	 			cnt_first <= 14'd0;
 	 		else if( cnt_first == 14'd10000 )
 	 			cnt_first <= 14'd0;
 	 		else
 	 			cnt_first <= cnt_first + 1'b1;
 	 	always @( posedge clk, negedge rst )
 	 		if( ~rst )
 	 			cnt_second <= 14'd0;
 	 		else if( cnt_second == 14'd10000 )
 	 			cnt_second <= 14'd0;
 	 		else if( cnt_first == 14'd10000 )
 	 			cnt_second <= cnt_second + 1'b1;
 	 	assign clk_bps = cnt_second == 14'd10000 ? 1'b1 : 1'b0;
endmodule
==> design/flow/run.sh <==
#!/bin/bash
# OpenROAD 26Q1-2900-gdf79404cd8, Yosys 0.63+post, stock flow scripts
make -C /OpenROAD-flow-scripts/flow DESIGN_CONFIG=/design/flow/config.mk WORK_HOME=/design/flow/orfs finish
==> design/flow/config.mk <==
export PLATFORM = sky130hd
export DESIGN_NAME = led
export DESIGN_NICKNAME = led
export VERILOG_FILES = /design/flow/design.v
export SDC_FILE = /design/flow/constraint.sdc
export NUM_CORES = 4
export LEC_CHECK = 1
export CORE_UTILIZATION = 40
==> design/flow/constraint.sdc <==
current_design led

set clk_period 4.2
set clk_io_pct 0.2

create_clock -name clk0 -period $clk_period [get_ports {clk}]

set non_clock_inputs [all_inputs -no_clocks]
set_input_delay [expr $clk_period * $clk_io_pct] -clock clk0 $non_clock_inputs
set_output_delay [expr $clk_period * $clk_io_pct] -clock clk0 [all_outputs]
==> impl_metrics.sql <==
-- flow metrics import
INSERT INTO impl_metrics (metric_group, metric, value, unit) VALUES
('clock_network', 'clkSlewWorstSetupHoldPaths', '90', 'ps'),
('clock_network', 'tritoncts_num_sinks', '53', ''),
('final_layout', 'area_growth_syn_to_layout', '18.5', '%'),
('synth', 'synth.ff_latch_count', '53', ''),
('sta', 'rsz0062_at_grt', 'no', ''),
('route', 'detail_route.antenna_diodes', '0', ''),
('worst_setup_path', 'worst_r2r_endpoint', 'c.cnt_second[5]$_DFFE_PN0P_', ''),
('sta', 'finalClockPeriodUsage', '52.7', '%'),
('sta', 'period_needed', '2210', 'ps'),
('pwr', 'peakVddDrop', '156', 'uV'),
('synth', 'topCellsByArea', 'dfrtp_1 53%, nand2_1 12%, xnor2_1 4.3%, nand4_1 3.6%, ha_1 3.1%', ''),
('synth', 'yosysUniqueCellTypes', '35', ''),
('outcome', 'run_status', 'completed', ''),
('sta', 'worst_clock_skew', '7.16', 'ps'),
('job', 'openroad.warnings', '29', ''),
('global_routing', 'number_of_antenna_violations_at_the_first_check_in_global_routing', '0', ''),
('worst_setup_path', 'worstPathArrival', '2410', 'ps'),
('clock_network', 'cts_resized', '0', ''),
('sta', 'final-setup-viol-count', '0', ''),
('synth', 'top_area_cell', 'dfrtp_1', ''),
('sta', 'finalHoldViolations', '0', ''),
('sta', 'relSlewSlack', '48.3', '%'),
('global_routing', 'globalRouteTotalUtil', '16.4', '%'),
('placement', 'hpwlAfterDp', '3120', 'um'),
('synth', 'synth.avg_cell_area', '9.94', 'um^2'),
('worst_setup_path', 'crit-reg2reg-launch', 'c.cnt_first[0]$_DFF_PN0_', ''),
('die', 'num_rows', '28', ''),
('sta', 'slew_violations', '0', ''),
('die', 'die-width', '80.2', 'um'),
('synth', 'async_set_or_reset_flop_fraction_in_the_synthesized_netlist', '100', '%'),
('clock_network', 'later_pin_clock_latency_in_the_skew_report', '300', 'ps'),
('placement', 'gp_congestion', '0.873', ''),
('die', 'design.die.area', '6430', 'um^2'),
('worst_setup_path', 'crit_path_max_fanout', '10', ''),
('final_layout', 'final.fill_count', '535', ''),
('die', 'coreArea', '5920', 'um^2'),
('placement', 'portBuffers', '26', ''),
('clock_network', 'cts_post_setup_buffers_inserted', '0', ''),
('sta', 'worst_slew_pin_slew', '769', 'ps'),
('clock_network', 'cts-root-buf', 'clkbuf_8', ''),
('worst_setup_path', 'rrSetupSlack', '1990', 'ps'),
('route', 'number_of_search_and_repair_iterations_in_the_first_detailed_routing_pass', '4', ''),
('synth', 'synthesis.yosys.warnings', '2', ''),
('global_routing', 'first_global_vias', '1656', ''),
('worst_setup_path', 'worst-r2r-cell-count', '7', ''),
('pwr', 'p_leak', '1.44', 'nW'),
('clock_network', 'cts_tree', 'done', ''),
('clock_network', 'cts_hold_buf', '0', ''),
('pwr', 'powerDensity', '303', 'nW/um^2'),
('clock_network', 'numCtsBuffers', '5', ''),
('die', 'die_h', '80.2', 'um'),
('hold_path', 'worstHoldPathCells', '1', ''),
('route', 'detailroute.via_count', '1794', ''),
('worst_setup_path', 'cp_data_required_time', '4400', 'ps'),
('route', 'first_iter_violations', '119', ''),
('die', 'ioPinCount', '27', ''),
('hold_path', 'hp-class', 'reg -> reg', ''),
('route', 'routed_vias_inst', '5.13', ''),
('global_routing', 'grt_remaining_overflow', '0', ''),
('route', 'drt-total-wl', '4720', 'um'),
('synth', 'edf_count', '0', ''),
('final_layout', 'share_of_cells_above_drive_strength_1', '7.27', '%'),
('worst_setup_path', 'timing_worst_setup_path_type', 'reg -> reg', ''),
('sta', 'finalHoldWorstSlack', '479', 'ps'),
('synth', 'synth.yosys.num_cells', '246', ''),
('sta', 'achievable-frequency', '452', 'MHz'),
('sta', 'setup-tns-final', '0', 'ps'),
('hold_path', 'hold_path.startpoint', 'fl.time_end$_DFFE_PN0P_', ''),
('synth', 'yosys_area', '2440', 'um^2'),
('route', 'wl_per_cell', '13.5', 'um'),
('synth', 'ys_seq_share', '54.3', '%');
[sequential cells by signal, indices dropped and copies added, names as in the netlist]
name / flops
c.cnt_first: 14
c.cnt_second: 14
fl.led: 24
fl.time_end: 1
[placed cells by master (no fill, tap or decap), types with 2 or more instances in the layout]
| cell | Yosys | layout |
|---|---|---|
| inv_1 | 4 | 4 |
| nor2_1 | 9 | 9 |
| xnor2_1 | 12 | 12 |
| or4_4 | 2 | 2 |
| nor3_1 | 2 | 2 |
| nor4_1 | 8 | 8 |
| mux2i_1 | 6 | 6 |
| clkdlybuf4s50_1 | 0 | 25 |
| and4_1 | 3 | 3 |
| and3_1 | 5 | 5 |
| nand4_1 | 14 | 14 |
| buf_4 | 0 | 4 |
| and2_1 | 3 | 3 |
| dfrtp_1 | 52 | 52 |
| nand2_1 | 81 | 81 |
| ha_1 | 6 | 6 |
| clkbuf_8 | 0 | 6 |
| xor2_1 | 5 | 5 |
| nand3_1 | 9 | 9 |
[worst max-delay path by stage]
stage                                    start                           to  depth (start not counted)
after CTS             c.cnt_first[0]$_DFF_PN0_  c.cnt_second[5]$_DFFE_PN0P_                          7
after global routing  c.cnt_first[0]$_DFF_PN0_  c.cnt_second[5]$_DFFE_PN0P_                          7
final                 c.cnt_first[0]$_DFF_PN0_  c.cnt_second[5]$_DFFE_PN0P_                          7
[worst max-delay path: stages (launching register included)]
cell and delay (ps):
dfrtp_1 500, inv_1 100, ha_1 140, nand4bb_1 170
nor4_1 680, buf_4 270, nand4_1 110, xnor2_1 140
[stage by stage]
| stage | instances | power (mW) | utilization, % | area [um^2] | setup WS [ps] |
|---|---|---|---|---|---|
| final | 350 | 0.878 | 48.9 | 2900 | 1990 |
| after global routing | 350 | 0.915 | 48.9 | 2900 | 1800 |
| after global placement | 342 | 0.531 | 47.0 | 2780 | 2050 |
| after floorplan | 246 | 0.520 | - | 2440 | 2130 |
| after CTS | 350 | 0.889 | 48.9 | 2900 | 1970 |
| after detailed placement | 342 | 0.532 | 47.0 | 2780 | 1970 |
[cell type report]
cell class | instances | area, um^2 | share of cell area [%]
multi-input combinational | 180 | 1060 | 36.6
sequential | 53 | 1330 | 45.8
clock inverter | 1 | 30.0 | 1.04
inverter | 4 | 15.0 | 0.518
tap | 75 | 93.8 | 3.24
timing repair buffer | 30 | 285 | 9.84
clock buffer | 7 | 86.3 | 2.98
[synth_stat cells (2+ instances only)]
master and instances:
and2_1 3, and3_1 5, and4_1 3, clkbuf_1 7
dfrtp_1 52, ha_1 6, inv_1 4, mux2i_1 6
nand2_1 81, nand3_1 9, nand4_1 14, nor2_1 9
nor3_1 2, nor4_1 8, or4_4 2, xnor2_1 12
xor2_1 5
[report_power, final]
group | switching, mW | leakage, nW | internal, mW | total (mW)
combinational | 0.00959 | 0.650 | 0.000931 | 0.0105
sequential | 0 | 0.727 | 0.510 | 0.510
clock | 0.163 | 0.0585 | 0.195 | 0.357
[logic make-up (layout without fill, tap and decap cells)]
kind of cell / Yosys count / count (layout) / share of synthesized area [%]
compound gates: 5 / 5 / 1.54
xor+xnor: 17 / 17 / 6.09
fa+ha+maj: 6 / 6 / 3.07
buf+inv: 13 / 42 / 2.35
flops: 53 / 53 / 54.3
mux: 7 / 7 / 2.92
simple gates: 145 / 145 / 29.7
[layer usage]
metal | track usage [%] | routed length, um | up-vias
li1 | - | - | 894
met1 | 26.8 | 2340 | 853
met2 | 23.9 | 2120 | 35
met3 | 3.23 | 154 | 12
met4 | 2.86 | 94 | 0
met5 | 0 | 0 | -
Power and IR drop assume default switching activity.
